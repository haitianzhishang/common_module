==> /design/flow/run.sh <==
#!/bin/bash
# OpenROAD 26Q1-2900-gdf79404cd8, Yosys 0.63+post, stock flow scripts
make -C /OpenROAD-flow-scripts/flow DESIGN_CONFIG=/design/flow/config.mk WORK_HOME=/design/flow/orfs finish
==> /design/flow/config.mk <==
export PLATFORM = sky130hd
export DESIGN_NAME = csa
export DESIGN_NICKNAME = csa
export VERILOG_FILES = /design/flow/design.v
export SDC_FILE = /design/flow/constraint.sdc
export NUM_CORES = 4
export LEC_CHECK = 1
export CORE_AREA = 10 10 110 110
export DIE_AREA = 0 0 120 120
==> /design/flow/constraint.sdc <==
current_design csa

set clk_period 9.2
set clk_io_pct 0.2

create_clock -name clk0 -period $clk_period

set non_clock_inputs [all_inputs -no_clocks]
set_input_delay [expr $clk_period * $clk_io_pct] -clock clk0 $non_clock_inputs
set_output_delay [expr $clk_period * $clk_io_pct] -clock clk0 [all_outputs]
==> /design/flow/design.v <==
module csa #(
  parameter DATA_WIDTH = 32,
  parameter STAGE_SIZE = 4,
  parameter STAGE_NUM  = DATA_WIDTH/STAGE_SIZE
)
(
  input    [DATA_WIDTH-1 : 0] a,
  input    [DATA_WIDTH-1 : 0] b,
  input                       ci,
  output   [DATA_WIDTH-1 : 0] sum,
  output                      co
);
integer i;
reg [STAGE_NUM: 0]      ci_stage;
wire [STAGE_SIZE-1: 0]  sum_0 [STAGE_NUM];
wire [STAGE_SIZE-1: 0]  sum_1 [STAGE_NUM];
wire [STAGE_NUM-1 : 0]  co_0;
wire [STAGE_NUM-1 : 0]  co_1;
assign ci_stage[0]  = ci;
assign co           = ci_stage[STAGE_NUM];
genvar j;
generate
  for(j=0;j<STAGE_NUM;j=j+1)
  begin
    fulladder #(
               .DATA_WIDTH(STAGE_SIZE)
    )carry0_inst(
                  .a    (a[(j+1)*STAGE_SIZE-1:j*STAGE_SIZE]),
                  .b    (b[(j+1)*STAGE_SIZE-1:j*STAGE_SIZE]),
                  .ci   (1'b0),
                  .sum  (sum_0[j]),
                  .co   (co_0[j])
                );
    fulladder #(
                .DATA_WIDTH(STAGE_SIZE)
    )carry1_inst(
                  .a    (a[(j+1)*STAGE_SIZE-1:j*STAGE_SIZE]),
                  .b    (b[(j+1)*STAGE_SIZE-1:j*STAGE_SIZE]),
                  .ci   (1'b1),
                  .sum  (sum_1[j]),
                  .co   (co_1[j])
                );
    mux2 #(
          .DATA_WIDTH(STAGE_SIZE)
      )sum_mux2_inst(
                  .a  (sum_1[j]),
                  .b  (sum_0[j]),
                  .sel(ci_stage[j]),
                  .c  (sum[(j+1)*STAGE_SIZE-1:j*STAGE_SIZE])
                );
    mux2 #(
          .DATA_WIDTH(1)
      )car_mux2_inst(
                  .a  (co_1[j]),
                  .b  (co_0[j]),
                  .sel(ci_stage[j]),
                  .c  (ci_stage[j+1])
                );
  end
endgenerate
endmodule : csa
module fulladder #(
  parameter  DATA_WIDTH = 32
)
(  
  input    [DATA_WIDTH-1 : 0] a,
  input    [DATA_WIDTH-1 : 0] b,
  input                       ci,
  output   [DATA_WIDTH-1 : 0] sum,
  output                      co
);
  integer i;  
  reg [DATA_WIDTH-1 : 0] g,p,s,c;
  always @(*) 
  begin
    c[0] = ci;
    for(i=0; i< DATA_WIDTH-1; i=i+1)
    begin
     g[i]   = a[i] & b[i];
     p[i]   = a[i] ^ b[i]; 
     c[i+1] = g[i] | p[i]&c[i];
     s[i]   = p[i] ^ c[i];
    end
    g[DATA_WIDTH-1]   = a[DATA_WIDTH-1] & b[DATA_WIDTH-1];
    p[DATA_WIDTH-1]   = a[DATA_WIDTH-1] ^ b[DATA_WIDTH-1]; 
    s[DATA_WIDTH-1]   = p[DATA_WIDTH-1] ^ c[DATA_WIDTH-1];
  end
  assign sum    = s;
  assign co     = c[DATA_WIDTH-1];
endmodule : fulladder
module mux2 #(
  parameter  DATA_WIDTH = 32
)
(
  input    [DATA_WIDTH-1: 0]         a,    
  input    [DATA_WIDTH-1: 0]         b,
  input                              sel,
  output   [DATA_WIDTH-1: 0]         c
);
  assign c = a & sel | b & (~sel);
endmodule : mux2
==> impl_metrics.yaml <==
# generated from flow reports
grt:
  antenna_found_initial: 0
  grt_pass1_wl_um: 7330
  grt_max_degree: 6
  grt_pass1_vias: 1423
  grt_remaining_overflow: 0
  grt_usage: 0.0617
drt:
  drt_iter0_markers: 29
  drc: 0
  num_vias: 1309
  ant_nets: 0
  wire_per_inst_um: 11.5
  finalWirelength_um: 4400
  vias_per_cell: 3.41
  n_antenna_cell: 0
  drt_pass1_iterations: 4
critical_path:
  crit_path_top_delay_cell: "or4b_4"
  slowest_delay_ns: 0.55
  cp.arrival_ns: 5.65
  end_kind: "output pin"
  critPathMaxFanout: 5
  critPathRequiredTime_ns: 7.36
  crit_type: "in -> out"
  critPathTopFamily: "simple AND/OR/NAND/NOR gates"
  critPathBufInv: 2
  start_kind: "primary input"
  worstPathCellList: "clkdlybuf4s50_1 > ha_1 > fa_1 > fa_1 > mux2i_1 > a221o_1 > a21oi_1 > or4b_4 > and4b_4 > nor3_4 > nor2_1 > xnor2_1 > clkdlybuf4s50_1"
synthesis:
  simple_gate_share: 0.117
  synthCells: 153
  yosys-top-cells-count: "inv_1 (36), ha_1 (32), xnor2_1 (21), fa_1 (16)"
  syn-cell-area_um2: 1380
  area_leaders: "ha_1 (29%), fa_1 (23%), xnor2_1 (13%)"
  ys_cells: 153
  synth_area_leader_cell: "ha_1"
  ys_sh_adder: 0.522
  synthTopLogicFamily: "adder cells"
  synthXorXnorAreaFrac: 0.146
  syn_avg_cell_area_um2: 9.02
  synth_top_area_share: 0.290
  top_cell: "inv_1"
  ys_sh_mux: 0.00725
  yosys.area_share.aoi: 0.110
  postSynthSeqShare: 0
  yosysUniqueCellTypes: 27
  yosys_warnings: 4
  yosys_area_um2: 1380
clock_network:
  post-cts-setup-buffer-count: 0
  cts_hold_buf: 0
  post_cts_resized: 0
final_timing:
  setup_slack_ns: 1.71
  fin_setup_tns_ns: 0
  worst_pin_slew_ns: 0.325
  finalSetupViolCount: 0
  finalClockPeriodUsage: 0.814
  slew_viol_final: 0
  whs_ns: 4.62
  fmaxAchievable_ghz: 0.133
  hold_viol: 0
  layout_min_cycle_time_ns: 7.49
  rsz0062_at_grt: "false"
  slew_headroom: 0.784
placed_design:
  post-dp-hpwl_um: 4290
  place_inst: 384
  dpl_worst_slack_ns: 1.70
  dpl_cell_area_um2: 2530
  gp_congestion: 0.752
  port_buffers: 98
finish:
  drive_above_1_share: 0.0319
  regArea_um2: 0
  syn_to_final_growth_pct: 83.1
  final_cell_area_um2: 2530
  seq_cell_count: 0
  utilization: 0.259
  fill_cells: 1046
  n_clock_buffer: 0
  final_cells: 384
floorplan:
  die_y_um: 120
  die_area_um2: 14400
  fp-utilization: 0.141
  top_level_ports: 98
  rows: 36
  core_um2: 9770
  fp.dieW_um: 120
power_and_ir_drop:
  leakage_nw: 1.13
  p_per_area_nw_per_um2: 67.3
  p_total_uw: 170
  vdd_drop_max_v: 0.0000206
hold_path:
  hold_path_class: "in -> out"
status:
  status: "finished, final reports clean"
run:
  max-cap-violations: 0
  openroad.warnings: 40
## where the power goes
group	leakage [nW]	internal (mW)	switching, mW
registers	0	0	0
clock network	0	0	0
logic	1.13	0.115	0.0553
## path summary, 6_finish.rpt
kind / depth (start not counted) / end / slack, ns / from
max: 13 / sum[24] / 1.71 / a[0]
min: 3 / sum[19] / 4.62 / b[19]
## tightest hold or removal path: stages
cell and delay (ns):
clkdlybuf4s50_1 0.47, xnor2_1 0.07, clkdlybuf4s50_1 0.40
## kinds of logic (layout without fill, tap and decap cells)
| logic type | count (synthesis) | after routing |
|---|---|---|
| muxes | 1 | 1 |
| and+or+nand+nor | 24 | 24 |
| xor gates and xnor gates | 23 | 23 |
| AOI/OAI and AO/OA | 21 | 21 |
| adders and majority gates | 48 | 48 |
| buffers and inverters | 36 | 134 |
## placed cells by master (no fill, tap or decap), types with 3 or more instances in the layout
master	synthesis	final
a21o_1	5	5
a21oi_1	5	5
clkdlybuf4s50_1	0	98
fa_1	16	16
ha_1	32	32
inv_1	36	36
nand2_1	5	5
nand2b_1	4	4
nor2_1	3	3
nor2b_1	3	3
xnor2_1	21	21
## layout make-up
type / instances / area [um^2] / share of cell area
Inverter: 36 / 135 / 0.0535
Tap cell: 133 / 166 / 0.0658
Multi-Input combinational cell: 117 / 1240 / 0.493
Timing Repair Buffer: 98 / 981 / 0.388
## routing by layer
layer / track usage / share of wire / wire length (um)
met3: 0.0171 / 0.081 / 357
met2: 0.104 / 0.47 / 2080
met1: 0.0809 / 0.44 / 1930
met5: 0 / 0 / 0
met4: 0.00377 / 0.0070 / 31
Power is estimated from default activity; no workload was simulated.
