$ cat /design/flow/design.v
module Ping_Pong_buffer  #(
  parameter VALID_NUM = 2'b11 
)
(
  Clk,
  Rst,
  Wr_valid,
  Wr_ready,
  Wr_data,
  Rd_valid,
  Rd_ready,
  Rd_data
  );
input                   Clk;
input                   Rst;
output                  Wr_ready;
input                   Wr_valid;
input  [31:0]           Wr_data;
output                  Rd_valid;
input                   Rd_ready;
output [9 :0]           Rd_data;
reg  [ 1:0]             Wr_valid_num;
reg  [ 9:0]             Wr_valid_data[2:0];   
reg  [ 1:0]             Buffer_pt_wr;
reg  [ 1:0]             Buffer_pt_rd;
reg  [ 1:0]             Wr_pt;
reg  [ 1:0]             Rd_pt;
reg  [ 9:0]             Buffer_1[2:0];
reg  [ 9:0]             Buffer_2[2:0];
always @(Wr_data, Wr_valid) 
begin
  if(Wr_valid)
  begin
    Wr_valid_num = Wr_data[1:0];
    case(Wr_valid_num)
    2'b00 :
          begin
            Wr_valid_data[0] = 10'b0;
            Wr_valid_data[1] = 10'b0;
            Wr_valid_data[2] = 10'b0;
          end
    2'b01 :
         begin
           Wr_valid_data[0] = Wr_data[11: 2];
           Wr_valid_data[1] = 10'b0;
           Wr_valid_data[2] = 10'b0;
         end
    2'b10 :
         begin
           Wr_valid_data[0] = Wr_data[11: 2];
           Wr_valid_data[1] = Wr_data[21:12];
           Wr_valid_data[2] = 10'b0;
         end
    2'b11 :
         begin
           Wr_valid_data[0] = Wr_data[11: 2];
           Wr_valid_data[1] = Wr_data[21:12];
           Wr_valid_data[2] = Wr_data[31:22];
         end
    endcase               
  end
  else 
  begin
    Wr_valid_num      = 2'b0;
    Wr_valid_data[0]  = 10'b0;
    Wr_valid_data[1]  = 10'b0;
    Wr_valid_data[2]  = 10'b0;
  end
end
assign Wr_ready = (Buffer_pt_wr[1] == Buffer_pt_rd[1]);
assign Rd_valid = ((Buffer_pt_wr[1] == Buffer_pt_rd[1]) & (Buffer_pt_wr[0] & ~Buffer_pt_rd[0])) || (Buffer_pt_wr[1] != Buffer_pt_rd[1]);
assign Rd_data  =  Buffer_pt_rd[0] ? Buffer_2[Rd_pt] : Buffer_1[Rd_pt];
always @(posedge Clk or posedge Rst) 
begin
  if (Rst)
  begin
    for(integer i=0; i<3; i=i+1)
    begin
      Buffer_1[i] <= 10'b0;
      Buffer_2[i] <= 10'b0;
    end
    Buffer_pt_wr    <= 2'b0;
    Buffer_pt_rd    <= 2'b0;
    Wr_pt           <= 2'b0;
    Rd_pt           <= 2'b0;
  end
  else
  begin
    if(Wr_valid && Wr_ready && Wr_valid_num)
    begin
      Buffer_pt_wr                            <= Buffer_pt_wr + 1'b1;
      Wr_pt                                   <= Wr_valid_num;
      if(~Buffer_pt_wr[0])
      begin
        Buffer_1[0]     <= Wr_valid_data[0];
        Buffer_1[1]     <= Wr_valid_data[1];
        Buffer_1[2]     <= Wr_valid_data[2];
      end
      else 
      begin
        Buffer_2[0]     <= Wr_valid_data[0];
        Buffer_2[1]     <= Wr_valid_data[1];
        Buffer_2[2]     <= Wr_valid_data[2];
      end
    end
    else 
    begin
    end
    if(Rd_valid && Rd_ready)
    begin
      Rd_pt             <= Rd_pt + 1'b1;
      if((Rd_pt + 1) == VALID_NUM)
      begin
        Rd_pt           <= 2'b0;
        Buffer_pt_rd    <= Buffer_pt_rd + 1'b1;
      end
    end
  end
end
endmodule
$ cat /design/flow/run.sh
#!/bin/bash
# OpenROAD 26Q1-2900-gdf79404cd8, Yosys 0.63+post, stock flow scripts
make -C /OpenROAD-flow-scripts/flow DESIGN_CONFIG=/design/flow/config.mk WORK_HOME=/design/flow/orfs finish
$ cat /design/flow/config.mk
export PLATFORM = sky130hd
export DESIGN_NAME = Ping_Pong_buffer
export DESIGN_NICKNAME = Ping_Pong_buffer
export VERILOG_FILES = /design/flow/design.v
export SDC_FILE = /design/flow/constraint.sdc
export NUM_CORES = 4
export LEC_CHECK = 1
export CORE_UTILIZATION = 30
$ cat /design/flow/constraint.sdc
current_design Ping_Pong_buffer

set clk_period 4.0
set clk_io_pct 0.2

create_clock -name clk0 -period $clk_period [get_ports {Clk}]

set non_clock_inputs [all_inputs -no_clocks]
set_input_delay [expr $clk_period * $clk_io_pct] -clock clk0 $non_clock_inputs
set_output_delay [expr $clk_period * $clk_io_pct] -clock clk0 [all_outputs]
==> results.txt <==
yosys + openroad results -> status completed, max incr delay on CP 530 ps, Port Buffer Count 47, All-Layer GR Usage 0.145, Fmax achieved 0.291 GHz, Setup TNS Final 0 ps, P_sw 1.12 mW, Max-slew headroom 0.440, Initial DRT Pass Iterations 4, Post-synth seq share 0.487, top area cells in the synthesized netlist dfrtp_1 49%, mux2_4 26%, a221oi_1 4.9%, CTS Buffer Depth 2, Pre-Place Util 0.310, crit path cell chain inv_1 -> ha_1 -> inv_1 -> a221oi_1 -> o32ai_1 -> clkdlybuf4s50_1, Layout area overhead 27.3%, Hold Path Depth 1, area share of the largest cell type after synthesis 0.487, Die Ht 108 um, Cell Count Post-Placement 420, final period utilization 0.860, DIE WIDTH 108 um, clock share of power 0.250, worst min-delay path class reg2reg, average cell area after synthesis 13.7 um^2, initial antenna violation count 0, Setup crit start kind register, PwrDens 845 nW/um^2, yosys cell count 247, Finished Layout Cells 435, crit path capture type output pin, final hold violations 0, clk root buf clkbuf_16, Critical Path RT 3200 ps, Peak supply drop 0.000320 V, Comb power frac 0.430, Syn Inst Count 247, final core occ 0.394, Overflow after GRT 0, ant diodes 0, fin. max-slew vios 0, Log Warnings 28, # resized after CTS 0, io pins 48, Placer Congestion 0.749, synth unique cells 27, Wirelength per Cell 17.6 um, Tmin final 3440 ps, number of vias per cell 5.01, unrepaired setup endpoints after global routing false, crit-path max FO 20, Pint 2.53 mW, sw frac 0.306, Sequential Power Share 0.320, post-synth top area cell dfrtp_1, clk sinks 66, Tightest Pin Transition 840 ps, detailed placement HPWL 4750 um, Worst Skew 6.44 ps, core box area 10,900 um^2, max-cap violations 0, synthesized area 3390 um^2, area reported by Yosys stat 3390 um^2, clock transition at the registers of the reported paths 50 ps, critical path type reg2out, H-tree Lvls 3, setup violators final 0, Worst EP arrival 2640 ps, via count 2,179, # Post-CTS Setup Buffers 0, Synthesized registers 66, most frequent CP cell inv_1, Routed WL 7650 um, Die Footprint 11,700 um^2, cts hold-fix bufs 0, # DRC 0, yosys warns 4, Std-Cell Rows 38, Tot Pwr 3.64 mW, critical path's slowest cell clkdlybuf4s50_1, vias in the first global route 2,355, fraction of layout cells with a size suffix above 1 0.305, largest net degree at the start of global routing 44, CTS tree done, Static Leak 1.95 nW, Insertion Delay late pin 320 ps, Reg2Reg Depth 3, total CTS buffers 9, first-pass GRT wire length 12,700 um, initial drt markers 92, ANT nets after route 0
==> area by class of cell <==
cell class                 instances  area (um^2)
fill                            1021         6620
sequential                        66         1650
multi-input combinational        154         1590
timing repair buffer              54          523
clock buffer                      11          253
tap                              140          175
clock inverter                     4         98.8
inverter                           6         22.5
==> logic make-up (layout without fill, tap and decap cells) <==
family / count (synthesis) / count (layout) / share of synthesized area
flip-flops: 66 / 66 / 0.487
multiplexers: 64 / 64 / 0.277
AND-OR/OR-AND: 45 / 45 / 0.101
AND/OR/NAND/NOR: 39 / 39 / 0.0687
buffers and inverters: 27 / 75 / 0.0439
adder cells (fa/ha/maj): 4 / 4 / 0.0148
XOR/XNOR: 2 / 2 / 0.00739
==> registers in the layout, indices dropped and copies added (netlist names) <==
register and cells:
Buffer_1 30, Buffer_2 30, Buffer_pt_rd 2, Buffer_pt_wr 2
Rd_pt 2
==> power groups by stage <==
| stage | combinational [mW] | sequential, mW | clock, mW |
|---|---|---|---|
| 4_1_cts | 1.59 | 1.16 | 0.931 |
| 5_1_grt | 1.72 | 1.21 | 0.957 |
| 6_report | 1.57 | 1.17 | 0.910 |
==> final timing paths <==
path                                             startpoint                         end  slack (ps)
worst max-delay path                   Rd_pt[0]$_DFFE_PP0P_                  Rd_data[0]         560
worst min-delay path             Buffer_1[1][8]$_DFFE_PP0P_  Buffer_1[1][8]$_DFFE_PP0P_         500
worst max register to register  Buffer_pt_rd[0]$_DFFE_PP0P_        Rd_pt[0]$_DFFE_PP0P_        2200
worst min register to register   Buffer_1[1][8]$_DFFE_PP0P_  Buffer_1[1][8]$_DFFE_PP0P_         500
max in group asynchronous                               Rst  Buffer_1[1][1]$_DFFE_PP0P_        2230
min in group asynchronous                               Rst  Buffer_2[1][8]$_DFFE_PP0P_         840
==> layout by cell type (no fill, tap or decap), types with 3 or more instances in the layout <==
cell type        count
a221oi_1            19
and3_1              20
buf_4                7
bufinv_16            3
clkbuf_16            9
clkdlybuf4s50_1     47
dfrtp_1             66
ha_1                 4
inv_1                5
mux2_2               5
mux2_4              58
nor2_1              10
o21ai_0             13
o32ai_1              9
==> Yosys cell counts <==
| cell | count |
|---|---|
| xor2_2 | 1 |
| ha_1 | 4 |
| mux2i_1 | 1 |
| nand2b_1 | 1 |
| clkbuf_1 | 12 |
| o21ai_0 | 13 |
| o21ai_2 | 1 |
| buf_1 | 1 |
| o32ai_1 | 9 |
| nand2_1 | 2 |
| a211oi_1 | 1 |
| mux2_2 | 5 |
| o31ai_1 | 1 |
| nor2b_1 | 1 |
| inv_1 | 6 |
| mux2_4 | 58 |
| a2111oi_0 | 1 |
| nor2_1 | 10 |
| and3_1 | 20 |
| xor2_1 | 1 |
| dfrtp_1 | 66 |
| a221oi_1 | 19 |
| and2_1 | 2 |
| buf_6 | 6 |
| nor3_4 | 2 |
| buf_2 | 2 |
| nand3_1 | 1 |
==> through the flow <==
stage / setup WS [ps] / cell area (um^2) / hold slack (ps)
6_report: 559 / 4310 / 500
5_1_grt: 398 / 4310 / 520
4_1_cts: 527 / 4310 / 503
3_5_place_dp: 901 / 3960 / 492
3_3_place_gp: 963 / 3960 / 485
2_1_floorplan: 1550 / 3390 / 473
==> per-layer routing <==
metal / part of all wire / vias to the layer above / wire, um / track usage
li1: - / 1006 / - / -
met1: 0.49 / 1105 / 3720 / 0.235
met3: 0.060 / 7 / 457 / 0.0307
met5: 0 / - / 0 / 0
met2: 0.45 / 61 / 3410 / 0.212
met4: 0.0082 / 0 / 63 / 0.0164
==> worst max-delay path: cells and delay by family (launching register included) <==
kind	cells	cell delay, ps
AOI/OAI and AO/OA	2	510
DFF	1	390
adders and majority gates	1	310
buffers and inverters	3	1110
No activity file was given, so power comes from the tool's default toggle rates.
